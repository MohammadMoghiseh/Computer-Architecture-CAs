File: flow/config.mk
export PLATFORM = sky130hd
export DESIGN_NAME = stack8_6
export DESIGN_NICKNAME = stack8_6
export VERILOG_FILES = /design/flow/design.v
export SDC_FILE = /design/flow/constraint.sdc
export NUM_CORES = 4
export LEC_CHECK = 1
export CORE_UTILIZATION = 40
File: flow/constraint.sdc
current_design stack8_6

set clk_period 4.6
set clk_io_pct 0.2

create_clock -name clk0 -period $clk_period [get_ports {clk}]

set non_clock_inputs [all_inputs -no_clocks]
set_input_delay [expr $clk_period * $clk_io_pct] -clock clk0 $non_clock_inputs
set_output_delay [expr $clk_period * $clk_io_pct] -clock clk0 [all_outputs]
File: flow/design.v
`timescale 1ns/1ns
module stack8_6(input clk,rst,sld_en,serase,input [5:0]stack_in,output logic [5:0]stack_out);
logic [2:0] index;
logic [5:0] temp[0:7];
logic stack_full,stack_empty;
always @ (posedge clk)begin
	if (rst==1)begin
		stack_empty =1;
		index=3'b000;
		stack_full=0;
	end
	if(sld_en == 1 && stack_full==0)begin
		stack_empty <=0;
		index=index+1;
    		temp[index] <= stack_in;
    		if (index==3'b111) stack_full<=1;
  	end
	else if(serase == 1 && 1)begin
		stack_full <=0;
    		stack_out <= temp[index]; 
   		index=index-1;
		if (index==3'b000) stack_empty<=1;
  	end
end
endmodule
File: flow/run.sh
#!/bin/bash
# OpenROAD 26Q1-2900-gdf79404cd8, Yosys 0.63+post, stock flow scripts
make -C /OpenROAD-flow-scripts/flow DESIGN_CONFIG=/design/flow/config.mk WORK_HOME=/design/flow/orfs finish
==> deck_impl_summary.md <==
Implementation Results

Status
  – Outcome: finished clean

Logic synthesis
  – Cell area after synthesis: 2424 µm²
  – Top area cell types: edfxtp_1 67%, dfxtp_1 3.3%, mux2i_1 3.3%, nor2_1 3.1%, mux4_2 2.8%
  – Synth Instances: ~160
  – Top-area cell share: between 60% and 70%
  – Post-synth regs: approximately 58
  – Cell count in the Yosys report: 162
  – Avg Cell Area, Syn: between 10 and 15 µm²
  – Yosys cell types: between 40 and 50
  – Post-synth EDFFs: approximately 54
  – Synth async-reset ratio: 0%
  – Top FF cell, synth: edfxtp_1
  – Synth warn: 1
  – Register area share after synthesis: 70.21%
  – Cell type with the largest total area: edfxtp_1
  – YS chip area: ~2400 µm²

Setup path
  – R2R cell count: 6
  – Crit path launch type: input port
  – WP data arrival: 3000 ps
  – Crit path capture type: flop
  – Crit path kind: input port to flop
  – Crit-path max FO: 20
  – Crit path cell chain: clkdlybuf4s50_1, nor2b_1, inv_2, ha_1, o211ai_1, nor2_1
  – Required arrival time at the worst endpoint: 4560 ps
  – Worst path slowest cell: clkdlybuf4s50_1
  – Critical path's largest stage delay: between 700 and 800 ps

Place
  – HPWL Detailed: 3229 µm
  – DP Area: around 2600 µm²
  – Final GP Congestion: between 0.8 and 0.9
  – Port bufs: 15

Pwr
  – VDD IR max: ~0.00017 V
  – Clock share of power: a little over a third
  – Pleak: between 0.9 and 1 nW
  – Gate power share: around 14%
  – Pwr Density: ~450 nW/µm²
  – Sw Ratio: 25.41%
  – Net Switching: between 0.3 and 0.4 mW
  – Int Pwr: 0.9390 mW
  – Sequential share of power: 50.0%

Detailed routing
  – DR iter-0 viols: around 120
  – Drt pass-1 iters: 4
  – # DRC: 0
  – Post-Route WL: 4548 µm
  – Routed vias/inst: between 5 and 6
  – Ant diodes: 0
  – Avg WL per Cell: 17.49 µm
  – Antenna Violating Nets Remaining: 0
  – Via count: 1373

Finish
  – Logic cell area: about 650 µm²
  – Area growth from synthesis to layout: 16.62%
  – Final Cell Area: between 2000 and 3000 µm²
  – Flop area: ~1700 µm²
  – Top Layout Cells: 54 x edfxtp_1, 20 x nor2_1, 15 x clkdlybuf4s50_1, 9 x clkbuf_8
  – Fillers: 483
  – Fraction of layout cells with a size suffix above 1: between 10% and 20%
  – Commonest Layout Cell: edfxtp_1

Clock network
  – Clock Root Buffer: clkbuf_8
  – TritonCTS buffer count: 9
  – Setup Buffers After CTS: 0
  – Clk slew on worst S/H paths: ~70 ps
  – H-tree levels: 3
  – Latency at later pin: between 300 and 400 ps
  – CTS max path bufs: 2
  – CTS tree: built
  – Hold buffers post-CTS: 0
  – Clock Sinks: 58
  – Post-CTS Resized: 0

Min path
  – Min-Delay Path Depth: 2
  – Worst hold path type: flop to flop

Final timing
  – Max Fclk: around 0.33 GHz
  – Worst slew pin tran: about 850 ps
  – Relative slew slack: between 40 and 50%
  – RSZ-0062 raised after global routing: no
  – Final Hold Fails: 0
  – Setup TNS: 0 ps
  – Final Setup Violations: 0
  – Final period utilization: 65.99%
  – Final critical-path required period: around 3000 ps
  – Clock skew: slightly above 10 ps
  – Final Max Tran Viols: 0

GRT
  – GRT Util Overall: 16.98%
  – Largest net degree at the start of global routing: 25
  – Congestion Overflow GR: 0
  – Antenna violations before repair: 0
  – Vias in the first global route: between 1000 and 1500
  – First-pass GRT wire length: ~7300 µm

Floorplan
  – Core Footprint: roughly 5700 µm²
  – Vert. Die Dim: approximately 80 µm
  – Row cnt: 27
  – Die width: between 70 and 80 µm
  – Die area: 6374 µm²
  – FP Util: 42.70%
  – # IOs: 16

Job
  – Max-Cap Viols: 0
  – Log Warnings: 25
final timing paths:
check              from            to  slack [ps]
min reg2reg  temp[0][0]  stack_out[0]         590
max                 rst    temp[7][5]        1560
min          temp[0][0]  stack_out[0]         590
max reg2reg    index[1]    temp[7][5]        2410
routing by layer:
layer | routed length, µm | track usage [%]
met1 | 1923 | 24.26
met2 | 2118 | 24.27
met3 | 447 | 10.09
met4 | 58 | 2.857
met5 | 0 | 0
cells in the mapped netlist (3+ instances only):
cell type  instances
edfxtp_1          54
nor2_1            20
a21oi_1            8
mux2i_1            8
nand2_1            8
buf_2              4
dfxtp_1            4
nand2b_1           4
nor2b_1            4
mux4_2             3
nor3_1             3
power groups by stage:
stage | Clock (mW) | Sequential (mW) | Combinational, mW
4_1_cts | 0.453 | 0.630 | 0.184
5_1_grt | 0.476 | 0.633 | 0.203
6_report | 0.446 | 0.630 | 0.183
state kept, by name, summed over array words and instances, names as in the netlist:
signal	cells
index	3
stack_full	1
stack_out	6
temp	48
area by class of cell:
cell class | instances | area share, %
multi-input combinational | 92 | 23.11
tap | 72 | 3.187
sequential | 58 | 60.20
clock inverter | 7 | 2.479
clock buffer | 9 | 4.382
timing repair buffer | 18 | 6.109
inverter | 4 | 0.5312
worst max-delay path, delay by kind of cell:
family / cells / cell delay [ps]
buffers and inverters: 2 / 820
AND/OR/NAND/NOR: 2 / 800
adder cells (fa/ha/maj): 1 / 320
AND-OR/OR-AND: 1 / 130
cells by family (layout without fill, tap and decap cells):
| kind of cell | Yosys count | after routing | share of synthesized area [%] |
|---|---|---|---|
| buffers and inverters | 12 | 38 | 2.840 |
| adders and majority gates | 1 | 1 | 0.5162 |
| AOI/OAI and AO/OA | 25 | 25 | 8.105 |
| muxes | 13 | 13 | 7.021 |
| DFF | 58 | 58 | 70.21 |
| xor gates and xnor gates | 3 | 3 | 1.084 |
| and+or+nand+nor | 50 | 50 | 10.22 |
stage by stage:
step	hold WS [ps]	setup WS [ps]	cells	utilization, %	power (mW)
after global routing	634.7	1300	260	49.80	1.312
final	592.4	1564	260	49.80	1.259
after CTS	602.4	1582	260	49.80	1.268
after floorplan	529.3	2221	162	-	0.7697
after global placement	576.7	1324	244	46.38	0.8231
after detailed placement	580.5	1228	244	46.38	0.8247
Power and IR drop assume default switching activity.
