### ./design.v
module eight_queen_fsm (
	input logic [2:0]clm_counter,
    	input logic clk,
    	input logic start,
    	input logic safe_or_not,
    	input logic clm_counter_carry,
    	input logic row_counter_carry,
    	input logic ccarry,
	output logic rst,
    	output logic rld_en,
    	output logic row_rst,
    	output logic update,
    	output logic fill_erase,
    	output logic up_count_en,
    	output logic down_count_en,
    	output logic sld_en,
    	output logic serase,
    	output logic ccount_rst,
    	output logic ccount_en,
    	output logic done,
	output logic rcount_en,
	output logic mld_en
);
	parameter [3:0] IDLE=4'd0, INITIAL=4'd1, CHECK=4'd2,NOT_SAFE=4'd3, MEM_UPD=4'd4, NEXT_ROW=4'd5,COUNTER_UPDATE=4'd6, WAIT_1=4'd7, DONE=4'd8,SORT=4'd9, BACKTRACK=4'd10, S_DELETE=4'd11,BOARD_ERASE=4'd12, ROW_INC=4'd13, RC_UPDATE=4'd14,WAIT_2=4'd15;
    logic [3:0] state, next_state;
    always @(posedge clk ) begin
            state <= next_state;
    end
    always @(*) begin
        rld_en = 0;
        row_rst = 0;
        update = 0;
        fill_erase = 0;
        up_count_en = 0;
        down_count_en = 0;
        sld_en = 0;
        serase = 0;
        ccount_rst = 0;
        ccount_en = 0;
        done = 0;
	rst =0 ;
	rcount_en=0;
	mld_en=0;
        case (state)
            IDLE: begin
                if (start)
                    next_state = INITIAL;
                else
                    next_state = IDLE;
            end
            INITIAL: begin
                row_rst = 1;
		rst =1;
                next_state = CHECK;
            end
            CHECK: begin
                if (safe_or_not)
                    next_state = MEM_UPD;
                else
                    next_state = NOT_SAFE;
            end
            NOT_SAFE: begin
                if (row_counter_carry)
                    next_state = BACKTRACK;
                else
                    next_state = NEXT_ROW;
            end
            MEM_UPD: begin
                sld_en = 1;
                update = 1;
                fill_erase = 1;
                next_state = COUNTER_UPDATE;
            end
            NEXT_ROW: begin
                rcount_en = 1;
                next_state = CHECK;
            end
            COUNTER_UPDATE: begin
		row_rst=1;
		up_count_en=1;
                next_state = WAIT_1;
            end
            WAIT_1: begin
                if (clm_counter==3'b000)
                    next_state = DONE;
                else
                    next_state = CHECK;
            end
            DONE: begin
                done = 1;
                ccount_rst = 1;
                next_state = SORT;
            end
            SORT: begin
                ccount_en = 1;
                if (ccarry)
                    next_state = WAIT_2;
                else
                    next_state = SORT;
            end
            BACKTRACK: begin
                serase = 1;
                next_state = S_DELETE;
            end
            S_DELETE: begin
		mld_en = 1;
                next_state = RC_UPDATE;
            end
            BOARD_ERASE: begin
                fill_erase = 0;
                update = 1;
                if (row_counter_carry==1) 
			next_state = BACKTRACK;
		else
			next_state = ROW_INC;
            end
            ROW_INC: begin
                rcount_en = 1;
                next_state = CHECK;
            end
            RC_UPDATE: begin
                down_count_en = 1;
                rld_en = 1;
                next_state = BOARD_ERASE;
            end
            WAIT_2: begin
            	next_state = IDLE;
            end
            default: next_state = IDLE;
        endcase
    end
endmodule
### ./run.sh
#!/bin/bash
# OpenROAD 26Q1-2900-gdf79404cd8, Yosys 0.63+post, stock flow scripts
make -C /OpenROAD-flow-scripts/flow DESIGN_CONFIG=/design/flow/config.mk WORK_HOME=/design/flow/orfs finish
### ./config.mk
export PLATFORM = sky130hd
export DESIGN_NAME = eight_queen_fsm
export DESIGN_NICKNAME = eight_queen_fsm
export VERILOG_FILES = /design/flow/design.v
export SDC_FILE = /design/flow/constraint.sdc
export NUM_CORES = 4
export LEC_CHECK = 1
export CORE_AREA = 10 10 70 70
export DIE_AREA = 0 0 80 80
### ./constraint.sdc
current_design eight_queen_fsm

set clk_period 1.7
set clk_io_pct 0.2

create_clock -name clk0 -period $clk_period [get_ports {clk}]

set non_clock_inputs [all_inputs -no_clocks]
set_input_delay [expr $clk_period * $clk_io_pct] -clock clk0 $non_clock_inputs
set_output_delay [expr $clk_period * $clk_io_pct] -clock clk0 [all_outputs]
==> Changelog: implementation <==
## Implementation

* Status: finished, violations left
* Violated checks: negative setup slack
* Tool Warnings at 28
* Fmax achieved at 559 MHz
* Number of fillers in the final layout at 384
* Post-synth seq share at 19.6%
* Synthesis Warnings at 1
* Worst Path Arrival at 1.45 ns
* Post-place setup slack at 0.0617 ns
* Regs by FF count: state (4)
* Hold Path Class: reg2reg
* Worst-case reg-to-reg path depth at 5
* Leakage power at 0.377 nW
* Ant. Diodes at 0
* Chip area at 0.00640 mm²
* Placed inst area at approximately 740 µm²
* Slowest CP cell: clkdlybuf4s50_1
* Critical path class: reg2out
* Core ar. at 0.00342 mm²
* Fin crit share at 105%
* Design area at around 830 µm²
* Mapped Cells at 59
* # DRC at 0
* Clock share of power at 8.1%
* Critical Path Sink Type: output pin
* Yosys cell types at 29
* Number of enable flip-flop cells at 0
* Reg2reg setup slack at 0.34 ns
* Hold path depth at 2
* Hold Violations, Final at 0
* All-Layer GR Usage at about 4.5%
* Area grow syn2layout at 105%
* Core Util at FP at 11.9%
* Logic gate share of total power at 73.5%
* Antenna violations before repair at 0
* CTS root buf: clkbuf_4
* Final Power at 1.45 mW
* Initial drt markers at 26
* GRT overflow at 0
* Largest net degree at the start of global routing at 10
* Sw Ratio at 40.6%
* Final worst slack at -0.0885 ns
* WL/cell at 11.0 µm
* Net Sw Power at roughly 590 µW
* Slew HR at 83.3%
* Hpwl dp at approximately 1200 µm
* Largest vdd supply drop at 0.475 mV
* Most used logic cell in the final layout: clkdlybuf4s50_1
* Top logic cells by instance count in the layout: 16 x clkdlybuf4s50_1, 13 x buf_4, 9 x nor2_1, 5 x nand2_1
* Gpl congestion at 0.845
* Max reg flops at 4
* RSZ-0062 raised after global routing: true
* Worst-case clock buffer depth at 2
* Share of cells above drive strength 1 at 34.8%
* Layout Skew at 0.00637 ns
* Max Slew Vio Count at 0
* Startpoint type of the worst setup path: register
* Post-route minimum period at 1.79 ns
* Worst-path maximum fanout at 6
* Final setup vio count at 9
* CP Cell Sequence: buf_4 -> nor3_1 -> clkdlybuf4s50_1
* Via count at a little under 600
* Die Wd at about 80 µm
* Syn Area/Cell at 6.91 µm²
* CP max stage delay at 0.49 ns
* Post-synth top flop: dfxtp_1
* Vias in the first global route at roughly 540
* Cts hold-fix bufs at 0
* Cell Area, Synth at 408 µm²
* H-tree depth at 1
* Final ANT Viol Nets at 0
* Reg clk slew, reported paths at 0.04 ns
* Yosys stat cell total at 59
* Async SR Flop Fraction at 0%
* DRT Pass-1 Iters at 4
* Clock Sinks at 4
* CP Data Required Time at 1.36 ns
* Die height at ~80 µm
* Flops & latches, synth at 4
* Vias per cell at ~4.2
* Pwr/cell area at 1740 mW/mm²
* Top Ports at 23
* Row cnt at 21
* Worst Max-Slew Pin Slew at 0.249 ns
* Flop pwr share at a little under a fifth
* CTS tree: built
* Cts bufs inserted at 3
* Top reg by flops: state
* Max Cap Violations at 0
* First-pass GRT wire length at 2480 µm
* Routed wire length at 1520 µm
* Insertion delay to the later sink of the worst-skew pair at 0.24 ns
* Synthesized chip area reported by yosys at a little over 400 µm²
* Internal Power at 861 µW
* Setup TNS at -0.527 ns
* Port buffer count at 21
worst max-delay path, delay by kind of cell, from the launching register on:
| kind | cells | cell delay [ns] |
|---|---|---|
| AND/OR/NAND/NOR | 1 | 0.18 |
| flip-flops | 1 | 0.37 |
| buffers and inverters | 2 | 0.65 |
synthesized netlist by cell type (all sizes together), types with 2 or more instances:
master | instances | area share [%]
a22oi | 2 | 3.7
a31oi | 3 | 4.6
buf | 5 | 8.0
dfxtp | 4 | 20
inv | 2 | 1.8
nand2 | 6 | 7.4
nand2b | 4 | 6.1
nor2 | 9 | 8.3
nor2b | 2 | 3.1
nor3 | 5 | 6.1
o21ai | 3 | 3.7
worst paths after layout:
path | start | to
worst max-delay path | state[0] | update
worst min-delay path | state[3] | state[3]
worst max register to register | state[1] | state[2]
worst min register to register | state[3] | state[3]
layer usage:
layer | wire [µm] | global-route usage (%) | vias to the layer above
met5 | 0 | 0 | -
met4 | 46 | 1.41 | 0
met3 | 88 | 1.14 | 4
met2 | 703 | 7.38 | 20
met1 | 680 | 5.73 | 271
li1 | - | - | 283
cell type report:
| cell class | count | area (µm²) | share of cell area [%] |
|---|---|---|---|
| clock buffer | 3 | 22.5 | 2.70 |
| multi-input combinational | 47 | 322 | 38.5 |
| inverter | 2 | 7.51 | 0.900 |
| sequential | 4 | 90.1 | 10.8 |
| tap | 46 | 57.6 | 6.90 |
| timing repair buffer | 36 | 335 | 40.2 |
per-stage QoR:
| step | hold slack [ns] | util (%) | cells |
|---|---|---|---|
| after floorplan | 0.493 | - | 59 |
| after global placement | 0.570 | 21.8 | 134 |
| after detailed placement | 0.574 | 21.8 | 134 |
| after CTS | 0.564 | 23.3 | 137 |
| after global routing | 0.674 | 24.4 | 138 |
| final | 0.640 | 24.4 | 138 |
cell families after synthesis:
family | share of synthesized area [%]
AOI/OAI and AO/OA | 33.1
and+or+nand+nor | 34.0
muxes | 2.45
DFF | 19.6
buffers and inverters | 10.7
timing repair:
action / CTS / global route
pin swaps: 1 / 0
gates resized: 12 / 8
endpoints found under the setup margin: 14 / 12
buffers inserted: 0 / 1
power by group through the flow:
stage     registers (mW)  logic [mW]  clock network (mW)
4_1_cts            0.254        1.01               0.122
5_1_grt            0.275        1.16               0.139
6_report           0.267        1.07               0.117
No activity file was given, so power comes from the tool's default toggle rates.
